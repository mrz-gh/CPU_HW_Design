--- run.sh ---
#!/bin/bash
# OpenROAD 26Q1-2900-gdf79404cd8, Yosys 0.63+post, stock flow scripts
make -C /OpenROAD-flow-scripts/flow DESIGN_CONFIG=/design/flow/config.mk WORK_HOME=/design/flow/orfs finish
--- design.v ---
module Data_Memory (
	clk,
	rst,
	MEM_W_EN,
	MEM_R_EN,
	Data_addr,
	Data_in,
	Data_out
);
	input clk, rst;
	input MEM_W_EN;
	input MEM_R_EN;
	input [31:0] Data_addr;
	input [31:0] Data_in;
	output [31:0] Data_out;
	integer i;
	reg [31:0] memory [0:63];
	wire [31:0] Decoded_Addr;
	wire [31:0] Memory_addr;
	assign Decoded_Addr = (Data_addr - 32'd1024);
	assign Memory_addr = {2'b0 , Decoded_Addr[31:2]};
	assign Data_out =  MEM_R_EN ? memory[Memory_addr] : 32'bz;
	always @(posedge clk, posedge rst) begin
		if (rst) 
			for(i = 0; i <= 63; i = i + 1) begin
				memory[i] = 32'b0;
			end
		else if(MEM_W_EN)
			memory[Memory_addr] = Data_in; 
	end
endmodule
module MemAccessStage (
    clk,
    rst,
    MEMread,
    MEMwrite,
    address,
    data,
    MEM_result
);
    input clk, rst;
    input MEMread, MEMwrite;
    input [31:0] address, data;
    output [31:0] MEM_result;
    Data_Memory DM (
        .clk(clk),
        .rst(rst),
        .MEM_W_EN(MEMwrite),
        .MEM_R_EN(MEMread),
        .Data_addr(address),
        .Data_in(data),
        .Data_out(MEM_result)
    );
endmodule
--- constraint.sdc ---
current_design MemAccessStage

set clk_period 7.8
set clk_io_pct 0.2

create_clock -name clk0 -period $clk_period [get_ports {clk}]

set non_clock_inputs [all_inputs -no_clocks]
set_input_delay [expr $clk_period * $clk_io_pct] -clock clk0 $non_clock_inputs
set_output_delay [expr $clk_period * $clk_io_pct] -clock clk0 [all_outputs]
--- config.mk ---
export PLATFORM = sky130hd
export DESIGN_NAME = MemAccessStage
export DESIGN_NICKNAME = MemAccessStage
export VERILOG_FILES = /design/flow/design.v
export SDC_FILE = /design/flow/constraint.sdc
export NUM_CORES = 4
export LEC_CHECK = 1
export CORE_UTILIZATION = 30
==> flow_summary_export.csv <==
group,metric,value,unit
status,status,"finished clean",
setup_path,startpoint_type,"input port",
logic_synthesis,ys_seq_frac,0.571,
logic_synthesis,avgSynthCellArea,13.6,µm²
setup_path,rr_startpoint,"DM.memory[6][19]",
logic_synthesis,edf_count,0,
power,p_per_area,247,nW/µm²
final_timing,hold_viol,0,
setup_path,cp-end-kind,"primary output",
setup_path,cpMostUsedCell,"buf_4",
clock_tree,ctsHtreeMaxLevel,4,
floorplan,die-height,549,µm
grt,grt_pass1_vias,64185,
clock_tree,clock_latency,890,ps
logic_synthesis,netlist_top_cells_area,"dfrtp_1 (57%), mux2_2 (26%), a22oi_1 (6.3%), clkbuf_1 (1.4%), buf_2 (1.1%)",
logic_synthesis,ys_cells,6577,
job,maxCapViolCount,0,
clock_tree,hold_buffers,0,
setup_path,worstPathArrival,6000,ps
cells_and_area,area_growth,16.2,%
logic_synthesis,netlist_area,89700,µm²
floorplan,io_pins,100,
clock_tree,cts_tree,"yes",
route,dr_total_vias,63961,
setup_path,timing.rr.end,"DM.memory[6][19]",
setup_path,cp-startpoint,"address[2]",
cells_and_area,drive_gt1_frac,0.443,
logic_synthesis,ys_types,69,
final_timing,setup_viol,0,
setup_path,setup.worst_path.end,"MEM_result[17]",
floorplan,core_area,297000,µm²
logic_synthesis,synth-main-ff-cell,"dfrtp_1",
route,ant_nets,0,
power,vdd_drop_max,202,µV
setup_path,critical_path_depth,10,
setup_path,crit_required,6240,ps
setup_path,critPathMaxFanout,22,
setup_path,crit_buf_inv,4,
clock_tree,clock-sinks,2048,
placed_design,io_buffers,72,
final_timing,slew_headroom,0.0510,
job,log.warning_count,90,
floorplan,dieArea,301000,µm²
logic_synthesis,netlist_top_cells_count,"mux2_2 (2,069), dfrtp_1 (2,048), a22oi_1 (751)",
clock_tree,postCtsSetupBuffers,0,
cells_and_area,final_util,0.351,
placed_design,place_hpwl,243,mm
grt,grt_pass1_wl,550,mm
setup_path,crit_type,"input port to primary output",
grt,antenna_found_initial,35,
final_timing,period_needed,7560,ps
route,firstDrtPassIters,6,
logic_synthesis,synth-seq-cells,2048,
route,drcViolationCount,0,
route,drt_iter0_markers,5886,
logic_synthesis,largest_area_cell,"dfrtp_1",
floorplan,fp-utilization,0.302,
setup_path,worst_path_largest_cell_delay,1140,ps
setup_path,r2r_cells,1,
final_timing,fmax,132,MHz
logic_synthesis,synthCells,6577,
hold_path,hold_path.class,"flop to flop",
clock_tree,cts_made_buffers,209,
final_timing,worst_pin_slew,1420,ps
final_timing,hold_ws,489,ps
grt,gr-total-overflow,0,
logic_synthesis,top_cell_area_share,0.571,
final_timing,finalClockPeriodUsage,0.969,
clock_tree,cts_buffer_depth,3,
power,p_leak,47.6,nW
grt,grt_max_degree,129,
logic_synthesis,synthArstFlopShare,1.00,
setup_path,path_delay_family,"simple AND/OR/NAND/NOR gates",
cells_and_area,fillers,27801,
clock_tree,root_buffer,"clkbuf_16",
clock_tree,clk_pin_slew,60,ps
clock_tree,cts-resized-gates,0,
setup_path,reg2reg_slack,7000,ps
logic_synthesis,yosys.cell_count.top_type,"mux2_2",
floorplan,die_x,549,µm
floorplan,core.rowCount,200,
logic_synthesis,yosys-stat-area,89700,µm²
setup_path,cp_cell_sequence,"buf_2 > buf_4 > or4b_1 > nor2_4 > buf_4 > a22oi_1 > nand4_1 > nor4_1 > a21oi_1 > clkdlybuf4s50_1",
grt,track_usage,0.277,
placed_design,routabilityCongestion,0.976,
cells_and_area,largest_reg_flops,2048,
logic_synthesis,ys_warn_count,3,
final_timing,rsz0062_at_grt,"no",
setup_path,critPathSlowestCell,"nor2_4",
final_timing,slew_violations,0,
route,drt_wl_total,403,mm
route,wire_per_inst,37.4,µm
route,via_per_inst,5.94,
final_timing,skew,0,ps
==> worst min-delay path by stage <==
stage | from | to | cells past startpoint
CTS | DM.memory[31][0] | DM.memory[31][0] | 1
global route | DM.memory[31][0] | DM.memory[31][0] | 1
finish | DM.memory[31][0] | DM.memory[31][0] | 1
==> per-stage QoR <==
| step | instance area, µm² | power [mW] | setup TNS [ps] | setup WS (ps) | cells |
|---|---|---|---|---|---|
| global placement | 97100 | 15.6 | -27.6 | -27.6 | 10350 |
| floorplan | 89700 | 14.9 | - | -22200 | 6577 |
| detailed placement | 97100 | 15.7 | 0 | 421 | 10351 |
| global route | 104000 | 26.6 | 0 | 217 | 10740 |
| CTS | 104000 | 25.8 | 0 | 419 | 10737 |
| finish | 104000 | 25.7 | 0 | 244 | 10765 |
==> layer usage <==
layer,GRT usage,wire length (µm)
met1,0.326,141000
met2,0.374,165000
met3,0.186,66000
met4,0.165,30300
met5,0.00760,556
==> where the power goes <==
| part | switching [mW] | internal [mW] | total (mW) |
|---|---|---|---|
| logic | 1.29 | 1.40 | 2.70 |
| clock network | 4.44 | 5.70 | 10.1 |
| registers | 0.751 | 12.2 | 12.9 |
| total | 6.48 | 19.3 | 25.7 |
==> logic make-up (layout without fill, tap and decap cells) <==
| family | after synthesis | after routing | share of synthesized area |
|---|---|---|---|
| AOI/OAI and AO/OA | 1012 | 1012 | 0.0855 |
| buffers and inverters | 675 | 896 | 0.0319 |
| DFF | 2048 | 2048 | 0.571 |
| muxes | 2132 | 2132 | 0.267 |
| other | 0 | 28 | 0 |
| and+or+nand+nor | 710 | 710 | 0.0441 |
==> layout make-up <==
| cell class | instances | area [µm²] | share of cell area |
|---|---|---|---|
| Inverter | 8 | 33.8 | 0.000324 |
| Timing Repair Buffer | 502 | 4390 | 0.0421 |
| Clock inverter | 55 | 686 | 0.00658 |
| Clock buffer | 331 | 6270 | 0.0602 |
| Multi-Input combinational cell | 3854 | 36500 | 0.351 |
| Antenna cell | 28 | 70.1 | 0.000673 |
| Tap cell | 3939 | 4930 | 0.0473 |
| Sequential cell | 2048 | 51200 | 0.492 |
==> cells in the final DEF (no fill, tap or decap), types with 13 or more instances in the layout <==
| cell type | synthesis | final |
|---|---|---|
| nor2_4 | 0 | 73 |
| buf_2 | 194 | 37 |
| dfrtp_1 | 2048 | 2048 |
| a21oi_1 | 51 | 51 |
| nor4_1 | 51 | 50 |
| a22oi_1 | 751 | 751 |
| mux2i_1 | 50 | 50 |
| nand2_1 | 97 | 77 |
| clkbuf_1 | 331 | 65 |
| mux2_1 | 13 | 13 |
| a2111oi_0 | 38 | 36 |
| a221oi_1 | 19 | 19 |
| clkbuf_8 | 0 | 56 |
| nand3_1 | 67 | 62 |
| buf_4 | 8 | 381 |
| a22o_1 | 43 | 43 |
| nand4_1 | 147 | 147 |
| and3_1 | 113 | 111 |
| a32oi_1 | 13 | 13 |
| nor2_1 | 123 | 51 |
| buf_12 | 0 | 50 |
| nor3_1 | 39 | 30 |
| clkbuf_16 | 0 | 210 |
| clkdlybuf4s50_1 | 0 | 33 |
| diode_2 | 0 | 28 |
| a31oi_1 | 20 | 20 |
| mux2_2 | 2069 | 2069 |
| a2bb2oi_1 | 17 | 17 |
| nand2_4 | 0 | 14 |
| clkinv_2 | 0 | 28 |
No activity file was given, so power comes from the tool's default toggle rates.
