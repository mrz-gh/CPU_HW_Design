==> ./design.v <==
module ID_EXreg (rst, clk, in, out);
	input rst, clk;
	input [160:0] in;
	output reg [160:0] out;
	always @(posedge clk, posedge rst)
	begin
		if(rst)
			out <= 161'd0;
		else 
			out <= in;
	end
endmodule
==> ./run.sh <==
#!/bin/bash
# OpenROAD 26Q1-2900-gdf79404cd8, Yosys 0.63+post, stock flow scripts
make -C /OpenROAD-flow-scripts/flow DESIGN_CONFIG=/design/flow/config.mk WORK_HOME=/design/flow/orfs finish
==> ./config.mk <==
export PLATFORM = sky130hd
export DESIGN_NAME = ID_EXreg
export DESIGN_NICKNAME = ID_EXreg
export VERILOG_FILES = /design/flow/design.v
export SDC_FILE = /design/flow/constraint.sdc
export NUM_CORES = 4
export LEC_CHECK = 1
export CORE_UTILIZATION = 30
==> ./constraint.sdc <==
current_design ID_EXreg

set clk_period 1.0
set clk_io_pct 0.2

create_clock -name clk0 -period $clk_period [get_ports {clk}]

set non_clock_inputs [all_inputs -no_clocks]
set_input_delay [expr $clk_period * $clk_io_pct] -clock clk0 $non_clock_inputs
set_output_delay [expr $clk_period * $clk_io_pct] -clock clk0 [all_outputs]
==> summary.txt <==
The flow run is done. Register share of total power landed at 47.8%. Total CTS buffers landed at 17. Setup total negative slack on the finished layout was measured at -11,220 ps. Largest stage delay on the critical path landed at 360 ps. The timing report notes that buffer and inverter cells on the critical path total 1.

STA classifies the critical path startpoint as a register. Total number of H-tree levels landed at 4. The DRC violation total left in the routed layout is recorded as 0.

Critical path required time landed at 800 ps. Final tally of max-slew violations landed at 0. Synthesized flop and latch total landed at 161. The timing report attributes the biggest portion of critical-path delay to flip-flops.

Flip-flop count of the largest register after layout landed at 161. Per the CTS log, the buffer count on the longest clock path is 2. Setup repair after global routing could not meet its margin everywhere. Fraction of power consumed by the clock network landed at 44.4%. The layout summary lists the proportion of cells stronger than drive strength 1 as 38.8%. Count of maximum capacitance violations landed at 0. According to the CTS report, the clock sink count is 161.

Looking at the power breakdown, combinational cells take 7.8% of the total. In the synthesized netlist, the number of instances is 162. Counting endpoints that fail hold in the final report gives 0.

Cell total in the yosys stat output landed at 162. Synthesized area divided by synthesized cell count landed at 24.9 µm². The buffer_ports step reported a buffer count of 323. Buffer count from post-CTS setup fixing landed at 0. The cell sequence reported for the critical path is buf_2. The vertical die dimension reported for this design is 118 µm. The net switching power in the latest report is 2.73 mW.

The largest registers in the layout are out x161. The via count of the first global-routing pass is 2,832. Placed wire-length estimate after detailed placement landed at 8870 µm.

Initial antenna violation count landed at 0. Before CTS, the worst setup slack after placement is -16.2 ps. Final number of setup-violating endpoints landed at 161. Note that the worst hold path type here is input port to async pin. The share of the core area taken by cells at floorplan is 31.3%. The tree is rooted in a sky130_fd_sc_hd__clkbuf_16. The number of multi-input combinational cells in the layout is 0. Total global-route track usage landed at 17.5%. The checks that failed: setup timing.

In the Yosys report, the sequential cells make up 99.9% of the chip area. Detailed routing inserted a total of 2,714 vias. Signed area change from the synthesized netlist to the final layout landed at 86.2%. Looking at the critical path, the highest net fanout was 1. Maximum operating frequency landed at 0.915 GHz. On the worst setup and hold paths after CTS, the clock-pin slew comes to 60 ps. OpenROAD emitted warnings numbering 28.

In the routed netlist, the antenna diode instances number 0. For this sky-water flow run, the detailed-routed wirelength per cell is reported as 15.9 µm. Before any placement, the netlist area is recorded as 4030 µm². For this design the static power due to leakage is 3.55 nW. The first global-routing pass estimated 17,300 µm of wire. Arrival time of data at the critical path endpoint landed at 890 ps.

The flow ran to the end, but the final reports show violations. Of the total power, the share spent switching nets is 18.9%. The worst path uses 109% of the clock period. Least setup slack across all paths after layout landed at -92.8 ps. Post-layout utilization of the core landed at 58.3%.

Pin placement for this block handled 324 I/O pins. The floorplan step defined a die boundary enclosing 13,900 µm². On the critical path, the stage with the largest delay is an instance of sky130_fd_sc_hd__dfrtp_1.

Yosys reports a chip area of 4030 µm². In this run the remaining antenna-violating nets after routing total 0. Actual transition at the worst max-transition pin landed at 181 ps. Core region area landed at 12,900 µm². In this run, distinct cell masters in the synthesized netlist total 2. Cell internal power dissipation landed at 11.7 mW.

Detail-routed via count per cell landed at 3.85. Worst-case headroom to the max-slew limit landed at 88.0%. In this run the number of cells on the critical path is 1. Sum of overflow across all layers after global routing landed at 0.

Maximum number of pins on one net before global-route repair landed at 24. Detailed-routing iteration count for the pre-antenna-repair pass landed at 2. The largest register by flop count is out. Across the VDD grid, the largest voltage drop is 0.999 mV. Routability-driven placement congestion ratio landed at 0.821. TritonCTS built the clock tree. The critical path is of the register to output pin type.

Floorplan die width landed at 118 µm. Final critical path time including I/O delays and setup landed at 1090 ps. The critical path ends at out[116]. For reference, the critical path is launched at out[116].

Per the log, the first TritonRoute iteration ended with a DRC count of 56. Area used by multi-input combinational logic landed at 0 µm². The design draws 14.5 mW. Total wire length landed at 11,200 µm. Power per unit of standard cell area landed at 1930 nW/µm².

STA classifies the critical path endpoint as an output pin. The synthesis report lists the Yosys warning total as 1. Number of placement rows landed at 41.
[cell type report]
cell class            instances  area [µm²]
Fill cell                  1015        5370
Tap cell                    172         215
Inverter                      1        7.51
Clock buffer                 22         464
Clock inverter               10         134
Timing Repair Buffer        339        2660
Sequential cell             161        4030
[per-layer routing]
metal	track usage, %	vias up	share of wire, %
li1	-	1221	-
met4	3.45	0	2.2
met1	22.6	1306	36
met2	29.3	171	52
met5	0	-	0
met3	6.47	16	9.8
[repair_timing]
action	CTS	global route
resized	511	0
hold buffers	0	0
endpoints found under the setup margin	161	161
[through the flow]
step	cells	hold WS [ps]	instance area (µm²)
after floorplan	162	231	4040
after global placement	673	615	7720
after detailed placement	673	608	7720
after CTS	705	173	7510
after global routing	705	186	7510
final	705	187	7510
[kinds of logic after synthesis]
kind of cell / after synthesis / synth area share [%]
buffers and inverters: 1 / 0.0930
DFF: 161 / 99.9
[layout by cell type (no fill, tap or decap)]
cell type / n
sky130_fd_sc_hd__clkdlybuf4s50_1: 162
sky130_fd_sc_hd__dfrtp_1: 161
sky130_fd_sc_hd__buf_2: 161
sky130_fd_sc_hd__clkbuf_16: 17
sky130_fd_sc_hd__buf_12: 9
sky130_fd_sc_hd__buf_4: 7
sky130_fd_sc_hd__clkinv_2: 4
sky130_fd_sc_hd__clkinvlp_4: 3
sky130_fd_sc_hd__bufinv_16: 3
sky130_fd_sc_hd__clkbuf_1: 3
sky130_fd_sc_hd__clkbuf_8: 2
sky130_fd_sc_hd__clkinv_4: 1
[worst min path at each step]
stage,start,endpoint,cells past startpoint
6_report,rst,out[159],3
5_1_grt,rst,out[159],3
4_1_cts,rst,out[123],3
[power by group through the flow]
| stage | clock, mW | sequential (mW) | combinational [mW] |
|---|---|---|---|
| 4_1_cts | 6.57 | 6.91 | 1.17 |
| 5_1_grt | 6.87 | 6.94 | 1.24 |
| 6_report | 6.42 | 6.91 | 1.13 |
[synth_stat cells]
master	count	area [µm²]
sky130_fd_sc_hd__inv_1	1	3.75
sky130_fd_sc_hd__dfrtp_1	161	4030
No activity file was given, so power comes from the tool's default toggle rates.
