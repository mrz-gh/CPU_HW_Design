[/design/flow/design.v]
module InstMem (Address, Instruction, loadMem, L);
	integer i;
	input L;
	input [31:0] Address;
	input [32*16 - 1:0] loadMem;
	output [31:0] Instruction;
	reg [31:0] memory [0:15];
	assign Instruction = memory [Address[5:2]];
	always @(posedge L)begin
		for (i=0 ; i<16 ; i = i+1)begin
			memory [i] <= loadMem [32 * i +: 32];
		end
	end
endmodule
[/design/flow/config.mk]
export PLATFORM = sky130hd
export DESIGN_NAME = InstMem
export DESIGN_NICKNAME = InstMem
export VERILOG_FILES = /design/flow/design.v
export SDC_FILE = /design/flow/constraint.sdc
export NUM_CORES = 4
export LEC_CHECK = 1
export CORE_AREA = 10 10 288 288
export DIE_AREA = 0 0 298 298
[/design/flow/constraint.sdc]
current_design InstMem

set clk_period 11.1
set clk_io_pct 0.2

create_clock -name clk0 -period $clk_period [get_ports {L}]

set non_clock_inputs [all_inputs -no_clocks]
set_input_delay [expr $clk_period * $clk_io_pct] -clock clk0 $non_clock_inputs
set_output_delay [expr $clk_period * $clk_io_pct] -clock clk0 [all_outputs]
[/design/flow/run.sh]
#!/bin/bash
# OpenROAD 26Q1-2900-gdf79404cd8, Yosys 0.63+post, stock flow scripts
make -C /OpenROAD-flow-scripts/flow DESIGN_CONFIG=/design/flow/config.mk WORK_HOME=/design/flow/orfs finish
==> out/results.tsv <==
metric	value	unit
topCellsByArea	dfxtp_1 72%, a22oi_1 5.8%, o22ai_1 3.3%	
period_needed	7710	ps
cts_tree	built	
die_height	298	um
setup_viol	0	
dpl-instance-area	0.0209	mm^2
htree_levels	2	
gp_routability_congestion	0.974	
crit_fanout	37	
setup_tns	0	ps
numCtsBuffers	52	
ant_nets	0	
critPathKind	primary input to output port	
synthCells	1123	
drc	0	
sw_frac_of_total	21.9	%
rsz0062_at_grt	false	
drive_gt1_share	8.14	%
synth.top_cell.area_share	72.2	%
design_area	0.0227	mm^2
synth-edff-count	0	
placement.io_buffers	548	
p_clk_share	43.3	%
p_int	3.28	mW
seq_power_share	46.8	%
grt_pass1_vias	12167	
chip_area	0.0888	mm^2
tightest_slew	837	ps
p_per_area	185	mW/mm^2
area_growth	59.8	%
ys_types	45	
clk_path_buf_depth	3	
hold_viol_final	0	
cpPeakStageDelay	630	ps
fill_cells	7703	
synth_flop_count	512	
largest_register	memory	
outcome	completed	
path_cells	buf_2 -> buf_4 -> and2_2 -> buf_4 -> a22oi_1 -> o22ai_1 -> nor2_1 -> a31oi_1 -> clkdlybuf4s50_1	
max_slew_margin	44.2	%
top_cell	dfxtp_1	
postCtsSetupBuffers	0	
avgSynthCellArea	12.6	um^2
viasPerCell	4.08	
drv_cap	0	
path_buffers	4	
switchingPower	0.921	mW
synth-main-ff-cell	dfxtp_1	
fp_util	18.6	%
warning_count	53	
grt_max_degree	42	
reg.largest.list	memory (512)	
crit_family	buffers and inverters	
wirelength	63400	um
largest_reg_flops	512	
crit_required	8880	ps
final_min_period_over_clock_period	69.4	%
synth_area_leader_cell	dfxtp_1	
antenna_found_initial	14	
clock-sinks	512	
synth_seq_share	72.2	%
num_rows	101	
ir_drop	0.000105	V
worstSetupStartpointType	primary input	
combPwrFrac	9.9	%
end_kind	output port	
wl_per_cell	23.0	um
ys_cells	1123	
grt_overflow	0	
arrival	5490	ps
drt_pass1_iterations	5	
fmax	130	MHz
total_power	4.20	mW
synthArstFlopShare	0	%
io_pins	577	
ys_area	0.0142	mm^2
top_cells_by_count	512 x dfxtp_1, 110 x a22oi_1, 90 x nor2_1	
netlist_area	0.0142	mm^2
grt_pass1_wl	88400	um
die_w	298	um
ctsResizeCount	0	
final_max_slew_viol_count	0	
yosysWarnings	2	
core	0.0763	mm^2
initialDrtViolationCount	572	
grt_usage	14.1	%
clk_pin_slew_worst_paths	60	ps
p_leak	8.64	nW
root_buffer	clkbuf_16	
cp_slowest_cell	clkdlybuf4s50_1	
hold_buffers	0	
critical_path.most_common_cell	buf_4	
via_count	11235	
hold_path.class	primary input to flip-flop	
dpl.hpwl	48200	um
## worst paths after layout
kind | start | slack, ps | depth (start not counted) | endpoint
setup / recovery | Address[4] | 3390 | 9 | Instruction[24]
hold / removal | loadMem[11] | 2070 | 1 | memory[0][11]$_DFF_P_
## kinds of logic (layout without fill, tap and decap cells)
logic type | count (synthesis) | in the layout | synth area share, %
AND-OR/OR-AND | 314 | 314 | 16.1
flip-flops | 512 | 512 | 72.2
multiplexers | 50 | 50 | 3.62
other | 0 | 4 | 0
AND/OR/NAND/NOR | 172 | 172 | 5.41
buffers and inverters | 75 | 671 | 2.60
## area by class of cell
class	instances	area, um^2	share of cell area, %
sequential	512	10200	45.2
clock buffer	73	1520	6.71
inverter	2	7.51	0.0331
timing repair buffer	576	5680	25.0
multi-input combinational	536	3640	16.1
antenna	4	10.0	0.0441
clock inverter	20	280	1.24
tap	1030	1290	5.68
## power groups by stage
stage | clock network, mW | registers, mW | logic [mW]
finish | 1.82 | 1.97 | 0.414
global route | 1.93 | 1.98 | 0.445
CTS | 1.87 | 1.97 | 0.425
## cell usage in the layout (no fill, tap or decap), drive strengths merged, types with 7 or more instances in the layout
| cell type | count |
|---|---|
| mux2i | 42 |
| nand2 | 33 |
| clkdlybuf4s50 | 544 |
| a21oi | 14 |
| nor2 | 90 |
| a22o | 27 |
| clkbuf | 73 |
| clkinv | 11 |
| buf | 32 |
| and2 | 7 |
| mux2 | 8 |
| o221ai | 7 |
| a22oi | 110 |
| dfxtp | 512 |
| o22ai | 75 |
| a221oi | 23 |
| o22a | 7 |
| a31oi | 27 |
| nor2b | 15 |
| nand2b | 10 |
## metal layers
metal	vias up	part of all wire [%]	wire length [um]	global-route usage, %
li1	5206	-	-	-
met1	5319	38	24400	16.4
met2	578	48	30700	23.7
met3	116	9.3	5920	5.34
met4	16	3.5	2250	4.27
met5	-	0.17	106	0
## metrics by stage
stage,setup slack (ps),cells,hold slack (ps),util (%)
finish,3390,2753,2070,29.7
global placement,3410,2656,2670,27.3
detailed placement,3390,2656,2670,27.3
global route,3340,2751,2030,29.7
floorplan,5500,1123,2250,-
CTS,3380,2749,2020,29.7
Power and IR drop assume default switching activity.
