### design.v
module cache_controller (
    clk,
    rst,
    address,
    wdata,
    MEM_R_EN,
    MEM_W_EN,
    rdata,
    ready,
    sram_address,
    sram_wdata,
    sram_write,
    sram_read,
    sram_rdata,
    sram_ready
);
    input clk;
    input rst;
    input [31:0] address;
    input [31:0] wdata;
    input MEM_R_EN;
    input MEM_W_EN;
    output [31:0] rdata;
    output ready;
    output [31:0] sram_address;
    output [31:0] sram_wdata;
    output sram_write, sram_read;
    input [63:0] sram_rdata;
    input sram_ready;
    wire hit;
    assign ready = sram_ready;
    wire offset;
    wire [5:0] index;
    wire [9:0] tag;
    assign offset = address[2];
    assign index = address[8:3];
    assign tag = address[18:9];
    reg [31:0] mem_way0_data0 [63:0];
    reg [31:0] mem_way0_data1 [63:0];
    reg [31:0] mem_way1_data0 [63:0];
    reg [31:0] mem_way1_data1 [63:0];
    reg mem_way0_valid [63:0];
    reg mem_way1_valid [63:0];
    reg [9:0] mem_way0_tag [63:0];
    reg [9:0] mem_way1_tag [63:0];
    reg LRU [63:0];
    wire hit_way0, hit_way1;
    assign hit_way0 = (mem_way0_valid[index]) & (mem_way0_tag[index] == tag);
    assign hit_way1 = (mem_way1_valid[index]) & (mem_way1_tag[index] == tag);
    assign hit = hit_way0 | hit_way1;
    assign sram_read = MEM_R_EN & ~hit;
    wire [31:0] rdata_temp;
    assign rdata_temp = hit ?
                   (hit_way0 ? (offset ? mem_way0_data1[index] : mem_way0_data0[index]) :
                   hit_way1 ? (offset ? mem_way1_data1[index] : mem_way1_data0[index]) : 32'bz) :
                   sram_ready ? (offset ? sram_rdata[63:32] : sram_rdata[31:0]) : 32'bz;
    assign rdata = MEM_R_EN ? rdata_temp : 32'bz;
    integer i;
    always @(posedge rst, posedge clk) begin
        if (rst)
            for(i = 0; i < 64; i = i + 1)
                LRU[i] <= 0;
        else if(MEM_R_EN & hit_way0)
            LRU[index] <= 0;
        else if (MEM_R_EN & hit_way1) 
            LRU[index] <= 1;
        else if (~hit & sram_ready)begin
            if((mem_way0_valid[index] == 1'b1) & (LRU[index] == 1'b1))
                LRU[index] <= 1'b0;
            else if((mem_way1_valid[index] == 1'b1) & (LRU[index] == 1'b0))
                LRU[index] <= 1'b1;
        end
    end
    always @(posedge rst, posedge clk) begin
        if (rst)begin
            for(i = 0; i < 64; i = i + 1)begin
                {mem_way0_data1[i], mem_way0_data0[i],mem_way1_data1[i], mem_way1_data0[i]} <= 0;
                mem_way0_valid[i] <= 0;
                mem_way1_valid[i] <= 0;
                mem_way0_tag[i] <= 0;
                mem_way1_tag[i] <= 0;
            end
        end
        else if(MEM_R_EN & ~hit & sram_ready & (LRU[index] == 1))begin
            {mem_way0_data1[index], mem_way0_data0[index]} <= sram_rdata;
            mem_way0_valid[index] <= 1;
            mem_way0_tag[index] <= tag;
        end
        else if (MEM_R_EN & ~hit & sram_ready & (LRU[index] == 0)) begin
            {mem_way1_data1[index], mem_way1_data0[index]} <= sram_rdata;
            mem_way1_valid[index] <= 1;
            mem_way1_tag[index] <= tag;
        end
        else if(MEM_W_EN & hit_way0)begin
            mem_way0_valid[index] <= 0;
        end
        else if(MEM_W_EN & hit_way1)begin
            mem_way1_valid[index] <= 0;
        end
    end
    assign sram_address = address;
    assign sram_wdata = wdata;
    assign sram_write = MEM_W_EN;
endmodule
### run.sh
#!/bin/bash
# OpenROAD 26Q1-2900-gdf79404cd8, Yosys 0.63+post, stock flow scripts
make -C /OpenROAD-flow-scripts/flow DESIGN_CONFIG=/design/flow/config.mk WORK_HOME=/design/flow/orfs finish
### config.mk
export PLATFORM = sky130hd
export DESIGN_NAME = cache_controller
export DESIGN_NICKNAME = cache_controller
export VERILOG_FILES = /design/flow/design.v
export SDC_FILE = /design/flow/constraint.sdc
export NUM_CORES = 4
export LEC_CHECK = 1
export CORE_UTILIZATION = 30
### constraint.sdc
current_design cache_controller

set clk_period 36.3
set clk_io_pct 0.2

create_clock -name clk0 -period $clk_period [get_ports {clk}]

set non_clock_inputs [all_inputs -no_clocks]
set_input_delay [expr $clk_period * $clk_io_pct] -clock clk0 $non_clock_inputs
set_output_delay [expr $clk_period * $clk_io_pct] -clock clk0 [all_outputs]
==> qor.txt <==
Status: finished, violations left
Failing checks: antenna violations, max-capacitance violations, max-slew violations
TritonCTS clock tree: done
#FFs+latches synth: 9,664
Post-CTS sizing: 0
Max_cap viols: 2
Fmax: 0.0423 GHz
Synth async-reset ratio: 100%
Grt ovf: 0
Total GRT Usage: 29.5%
Tool Warnings: 125
Latency at later pin: 1170 ps
Die area: 1,410,000 um^2
Distinct lib cells: 69
DR vias/cell: 6.13
Final wirelength: 2,030,000 um
Fin Clk Skew: 112 ps
Tcrit/Tclk final: 65.1%
Comb pwr share: 6.1%
Yosys chip area: 421,000 um^2
CTS Hold Bufs: 0
Initial drt markers: 29,481
Largest fanout on the critical path: 33
Routability-driven placement congestion ratio: 0.972
Final Hold Viols: 0
Routed WL per cell: 40.5 um
Global-route wire length before repair: 2,740,000 um
Clock H-tree levels: 7
Startpoint types: input port
Crit-path slowest cell: buf_4
Crit path required time: 29,040 ps
CTS buffer count: 1,073
Core ar.: 1,400,000 um^2
PortBufs: 137
WP data arrival: 16,390 ps
CTS Buffer Depth: 5
Ys cells: 31,029
Crit path time final: 23,650 ps
Count of library flops with an enable pin: 0
Worst-path clk slew: 50 ps
Post-Synthesis Cells: 31,029
PnR Total Power: 24.0 mW
Sw frac: 24.3%
Switch Pwr: 5.84 mW
Final HPWL DP: 1,210,000 um
Most frequent CP cell: buf_4
Setup TNS: 0 ps
CP endpoint kind: output port
CTS root buffer: clkbuf_16
Via Count: 306,993
Routed Antenna Nets: 1
Measured slew at the worst slew-check pin: 1630 ps
Sequential area share after synthesis: 57.4%
Syn Area/Cell: 13.6 um^2
Post-synthesis cell area: 421,000 um^2
FP Util: 30.1%
Initial antenna violation count: 248
# rows: 434
Layout filler cell count: 132,076
Crit path cell chain: buf_2, nand4bb_1, nor2_4, buf_4, buf_4, buf_4, buf_12, a22oi_1, nand3_1, nor4_1, a31oi_1, xor2_1, nor4_1, buf_4, nand4_4, buf_4, buf_4, buf_4, o211ai_1, o21ai_1, buf_4, clkdlybuf4s50_1
Pint: 18.2 mW
Peak VDD IR: 0.0000432 V
Ys flop type: dfrtp_1
TritonRoute pass-1 iters: 9
CTS Sinks: 9,664
Die Y: 1190 um
Final Setup Violations: 0
Rel. slew slack: -9.92%
Post-CTS Setup Inserts: 0
Family with the most delay on the worst path: buffers and inverters
Pins Over Slew Limit: 5
Warning count from the yosys run: 13
Largest net degree at the start of global routing: 132
PD cells: 50.2 nW/um^2
Register share of total power: 49.1%
Area grow syn2layout: 13.7%
DRC viols: 0
Worst hold path class: flip-flop to flip-flop
Worst path bufs/invs: 11
CP peak stage delay: 710 ps
Unrepaired setup endpoints after global routing: no
Vias in the first global route: 309,676
I/O Pins: 232
P_leak: 234 nW
Clock share of power: 44.8%
Layout cells sized above 1: 20.3%
CP Class: input port to output port
Die width: 1190 um
==> synthesized netlist by cell type, types with 5 or more instances <==
cell type     n  area, um^2
a2111oi_0    59         517
a21o_1       25         188
a21oi_1     124         621
a221oi_1     82         718
a222oi_1      6        60.1
a22o_1       43         377
a22oi_1    4362       32700
a31o_2        5        43.8
a31oi_1      13        81.3
a32oi_1      24         210
and3_1      178        1110
and4_1       10        87.6
buf_1       380        1430
buf_2       446        2230
buf_4       516        3870
buf_6       183        2060
clkbuf_1   1830        6870
dfrtp_1    9664      242000
inv_1        70         263
mux2_1     6633       74700
mux2_2     2844       32000
mux2i_1     255        2550
nand2_1    1010        3790
nand3_1     286        1430
nand3b_1      7        52.6
nand4_1     797        4990
nand4b_1      5        43.8
nand4bb_1     7        78.8
nor2_1      337        1260
nor2_2       20         125
nor2b_1       7        43.8
nor3_1      213        1070
nor4_1      172        1080
nor4b_1      12         105
nor4bb_1      7        70.1
o211ai_1     32         240
o21ai_0     266        1330
o22ai_1      21         131
or3_1         5        31.3
or4_1         9        67.6
xnor2_1       9        78.8
xor2_1        9        78.8
==> power groups by stage <==
stage | registers (mW) | logic, mW | clock network (mW)
4_1_cts | 11.8 | 1.43 | 10.8
5_1_grt | 11.9 | 1.55 | 11.2
6_report | 11.8 | 1.46 | 10.8
==> cell usage in the layout, fill, tap and decap left out, types with 25 or more instances in the layout <==
cell             Yosys  final
buf_12               0     67
diode_2              0    299
o21ai_0            266    258
mux2i_1            255    251
inv_6                0     30
o211ai_1            32     32
clkinv_2             0    106
nand3_1            286    285
mux2_1            6633   6633
clkbuf_1          1830    278
nor3_1             213    211
inv_1               70     69
nor2_1             337    164
and3_1             178    178
clkbuf_8             0    233
a22o_1              43     43
nand2_1           1010   1007
buf_4              516   1665
mux2_2            2844   2844
a22oi_1           4362   4361
clkdlybuf4s50_1      0     54
a2111oi_0           59     56
a21oi_1            124    124
a221oi_1            82     81
clkbuf_16            0   1110
a21o_1              25     25
nor2_4               0    192
dfrtp_1           9664   9664
nand4_1            797    797
nor4_1             172    171
==> routing by layer <==
| metal | wire length, um | up-vias | track usage [%] |
|---|---|---|---|
| li1 | - | 114720 | - |
| met1 | 664000 | 159938 | 32.1 |
| met2 | 829000 | 24135 | 39.2 |
| met3 | 358000 | 7931 | 21.9 |
| met4 | 171000 | 269 | 20.6 |
| met5 | 6010 | - | 3.23 |
==> metrics by stage <==
stage	util [%]	setup WS, ps	hold slack [ps]	std cells	area (um^2)
after floorplan	-	-105930	449	31029	421000
after global placement	31.8	13120	459	47998	444000
final	34.2	12650	475	50109	479000
after global routing	34.2	12970	483	49886	478000
after detailed placement	31.8	13180	466	48001	444000
after CTS	34.2	13160	478	49807	478000
==> final timing paths <==
kind,end,slack [ps],cells past startpoint,startpoint
setup / recovery,rdata[0],12650,22,address[3]
min in group asynchronous,mem_way0_data0[41][26],6700,3,rst
hold reg to reg,mem_way1_tag[41][5],480,1,mem_way1_tag[41][5]
setup reg to reg,mem_way0_data1[5][17],26810,18,mem_way1_valid[6]
max in group asynchronous,mem_way1_data1[56][14],21250,14,rst
hold / removal,mem_way1_tag[41][5],480,1,mem_way1_tag[41][5]
==> sequential cells by signal (all words and copies together), names as in the netlist <==
register	cells
mem_way0_valid	64
LRU	64
mem_way1_valid	64
mem_way0_data1	2048
mem_way1_tag	640
mem_way1_data0	2048
mem_way1_data1	2048
mem_way0_tag	640
mem_way0_data0	2048
==> cell families after synthesis <==
| logic type | after synthesis | synth area share (%) |
|---|---|---|
| buffers and inverters | 3425 | 3.97 |
| AND/OR/NAND/NOR | 3107 | 3.72 |
| multiplexers | 9733 | 26.0 |
| flip-flops | 9664 | 57.4 |
| XOR/XNOR | 18 | 0.0374 |
| AND-OR/OR-AND | 5082 | 8.90 |
==> cell type report <==
class,instances,area (um^2),share of cell area (%)
well taps,18530,23200,4.84
repair buffers,1800,14500,3.02
multi-input cells,17940,164000,34.3
clock inverters,185,1880,0.394
diodes,299,748,0.156
flip-flops and latches,9664,242000,50.5
clock buffers,1621,32000,6.69
inverters,70,267,0.0557
Power figures rest on the tool's default switching activity, not on a simulated workload.
