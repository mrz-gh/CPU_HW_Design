===== flow/config.mk =====
export PLATFORM = sky130hd
export DESIGN_NAME = MIPS
export DESIGN_NICKNAME = MIPS
export VERILOG_FILES = /design/flow/design.v
export SDC_FILE = /design/flow/constraint.sdc
export NUM_CORES = 4
export LEC_CHECK = 1
export CORE_UTILIZATION = 40

===== flow/constraint.sdc =====
current_design MIPS

set clk_period 21.9
set clk_io_pct 0.2

create_clock -name clk0 -period $clk_period [get_ports {clk}]

set non_clock_inputs [all_inputs -no_clocks]
set_input_delay [expr $clk_period * $clk_io_pct] -clock clk0 $non_clock_inputs
set_output_delay [expr $clk_period * $clk_io_pct] -clock clk0 [all_outputs]

===== flow/design.v =====
module ALU (ALUop, inA, inB, out, zero);
	input [2:0] ALUop;
	input [31:0] inA, inB;
	output reg [31:0] out;
	output zero;
	reg co;
	always @(ALUop, inA, inB)begin
		out = 32'd0;
		case (ALUop)
		3'b000 : {co, out} = inA + inB;
		3'b001 : out = inA - inB;
		3'b010 : out = inA & inB;
		3'b011 : out = inA | inB;
		3'b100 : begin if ( inA < inB) 
				out = 32'd1;
			else 
				out = 32'd0;
		end
		default : out = 32'b0;
		endcase
	end
	assign zero = (out == 32'd0) ? 1 : 0;
endmodule
module Adder32bit (inA, inB, out);
	input [31:0] inA, inB;
	output [31:0] out;
	wire co;
	assign {co, out} = inA + inB;
endmodule
module Controller (OPC,FUNC,  Sel1,RegDst,Sel2,RegWrite,
			Zero,ALUSrc,ALUOperation,MemRead,MemWrite,MemtoReg,PCSrc,Jmp ,rgw);
	input Zero;
	input [5:0] OPC,FUNC;
	output  rgw,Sel1,RegDst,Sel2,RegWrite,ALUSrc,MemRead,MemWrite,MemtoReg,PCSrc;
	output [1:0] Jmp;
	output [2:0]ALUOperation;
	reg Sel1,RegDst,Sel2,RegWrite,ALUSrc,MemRead,MemWrite,MemtoReg,PCSrc;
	reg [1:0]Jmp;
	reg [2:0]ALUOperation;
	always @ (Zero,FUNC,OPC)
       begin  
     	 case(OPC)   
     	 6'b000000: begin  
                Sel1 = 1'b0;
	   	RegDst = 1'b1;
		Sel2 = 1'b1;
		RegWrite = 1'b1;
		ALUSrc  = 1'b0;
		MemRead  = 1'b0;
		MemWrite  = 1'b0;
		MemtoReg = 1'b0;
		PCSrc  = 1'b0;
		Jmp = 2'b01;   
		case(FUNC)
			6'b000001 : ALUOperation = 3'b000;
			6'b000010 : ALUOperation = 3'b001;	
			6'b000100 : ALUOperation = 3'b010;	
			6'b001000 : ALUOperation = 3'b011;	
			6'b010000 : ALUOperation = 3'b100;				
		endcase
		end  
         6'b000001: begin  
               Sel1 = 1'b0;
	   	RegDst = 1'b0;
		Sel2 = 1'b1;
		RegWrite = 1'b1;
		ALUSrc  = 1'b1;
		ALUOperation  = 3'b000;
		MemRead  = 1'b0;
		MemWrite  = 1'b0;
		MemtoReg = 1'b0;
		PCSrc  = 1'b0;
		Jmp = 2'b01;   
                end  
      6'b000010: begin  
               Sel1 = 1'b0;
	   	RegDst = 1'b0;
		Sel2 = 1'b1;
		RegWrite = 1'b1;
		ALUSrc  = 1'b1;
		ALUOperation  = 3'b100;
		MemRead  = 1'b0;
		MemWrite  = 1'b0;
		MemtoReg = 1'b0;
		PCSrc  = 1'b0;
		Jmp = 2'b01;   
                end  
      6'b000011: begin  
                Sel1 = 1'b0;
	   	RegDst = 1'b0;
		Sel2 = 1'b1;
		RegWrite = 1'b1;
		ALUSrc  = 1'b1;
		ALUOperation  = 3'b000;
		MemRead  = 1'b1;
		MemWrite  = 1'b0;
		MemtoReg = 1'b1;
		PCSrc  = 1'b0;
		Jmp = 2'b01;    
                end  
      6'b000100: begin  
                Sel1 = 1'b0;
	   	RegDst = 1'b0;
		Sel2 = 1'b0;
		RegWrite = 1'b0;
		ALUSrc  = 1'b1;
		ALUOperation  = 3'b000;
		MemRead  = 1'b0;
		MemWrite  = 1'b1;
		MemtoReg = 1'b0;
		PCSrc  = 1'b0;
		Jmp = 2'b01;  
                end  
      6'b000101: begin  
               Sel1 = 1'b0;
	   	RegDst = 1'b0;
		Sel2 = 1'b0;
		RegWrite = 1'b0;
		ALUSrc  = 1'b0;
		ALUOperation  = 3'b001;
		MemRead  = 1'b0;
		MemWrite  = 1'b0;
		MemtoReg = 1'b0;
		PCSrc  = (Zero==1'b1)?1'b1:1'b0;
		Jmp = 2'b01;  
                end  
      6'b000110: begin  
                Sel1 = 1'b0;
	   	RegDst = 1'b0;
		Sel2 = 1'b0;
		RegWrite = 1'b0;
		ALUSrc  = 1'b0;
		ALUOperation  = 3'b000;
		MemRead  = 1'b0;
		MemWrite  = 1'b0;
		MemtoReg = 1'b0;
		PCSrc  = 1'b0;
		Jmp = 2'b00;  
                end  
      6'b000111: begin  
                Sel1 = 1'b0;
	   	RegDst = 1'b0;
		Sel2 = 1'b0;
		RegWrite = 1'b0;
		ALUSrc  = 1'b0;
		ALUOperation  = 3'b000;
		MemRead  = 1'b0;
		MemWrite  = 1'b0;
		MemtoReg = 1'b0;
		PCSrc  = 1'b0;
		Jmp = 2'b10;  
                end
	6'b001000: begin  
                Sel1 = 1'b1;
	   	RegDst = 1'b0;
		Sel2 = 1'b0;
		RegWrite = 1'b1;
		ALUSrc  = 1'b0;
		ALUOperation  = 3'b000;
		MemRead  = 1'b0;
		MemWrite  = 1'b0;
		MemtoReg = 1'b0;
		PCSrc  = 1'b0;
		Jmp = 2'b00;  
                end  
      default: begin  
              Sel1 = 1'b0;
	   	RegDst = 1'b0;
		Sel2 = 1'b0;
		RegWrite = 1'b0;
		ALUSrc  = 1'b0;
		ALUOperation  = 3'b000;
		MemRead  = 1'b0;
		MemWrite  = 1'b0;
		MemtoReg = 1'b0;
		PCSrc  = 1'b0;
		Jmp = 2'b01;  
                end  
      endcase  
end
endmodule
module DataPath (clk, rst, RegDst, sel1, sel2, RegWrite, ALUSrc, ALUop, PCSrc, MemtoReg,
	jmp, zero, InstAddr, DataAddr, WriteMem, Inst, Memout, OPC, FUNC );
	input clk, rst;
	input sel2;
	input RegDst, sel1, ALUSrc, PCSrc, MemtoReg, RegWrite;
	input [2:0] ALUop;
	input [1:0] jmp;
	input [31:0] Inst, Memout;
	output zero;
	output [31:0] InstAddr, DataAddr, WriteMem;
	output [5:0] OPC,FUNC;
	wire [31:0] PCin, PCout, PC4, WriteData, MemReg, ALUB, ExInst, ALUout, ExInstShL, Jump;
	wire [31:0] PCJ, DataRead1, DataRead2;
	wire [4:0] Dst, WriteReg;
	wire [27:0] Inst250ShL;
	assign OPC = Inst[31:26];
	assign FUNC = Inst[5:0];
	Reg32bit PC ( .clk(clk),
		.rst(rst),
		.in(PCin),
		.out(PCout)
		);
	assign InstAddr = PCout;
	Adder32bit PCAdder (.inA(PCout),
			.inB(32'd4),
			.out(PC4)
			);
	mu2to1 muxDst ( .inA(Inst[20:16]),
			.inB(Inst[15:11]),
			.select(RegDst),
			.out(Dst)
			);
	mu2to1  muxSel1 ( .inA(Dst),
			.inB(5'b11111),
			.select(sel1),
			.out(WriteReg)
			);
	MUX2to1 muxSel2 ( .inA(PC4),
			.inB(MemReg),
			.select(sel2),
			.out(WriteData)
			);
	RegFile regfile (.clk(clk),
			.rst(rst),
			.RegWrite(RegWrite),
			.ReadReg1(Inst[25:21]),
			.ReadReg2(Inst[20:16]),
			.WriteReg(WriteReg),
			.DataRead1(DataRead1),
			.DataRead2(DataRead2),
			.WriteData(WriteData)
			);
	SignExtend SiEx ( .in(Inst[15:0]),
			.out(ExInst)
			);
	MUX2to1 muxALUSrc ( .inA(DataRead2),
			.inB(ExInst),
			.select(ALUSrc),
			.out(ALUB)
			);
	ALU Alu ( .ALUop(ALUop),
		.inA(DataRead1),
		.inB(ALUB),
		.out(ALUout),
		.zero(zero)
		);
	assign DataAddr = ALUout;
	assign WriteMem = DataRead2;
	MUX2to1 muxMemtoReg ( .inA(ALUout),
			.inB(Memout),
			.select(MemtoReg),
			.out(MemReg)
			);
	ShL2 ExInstSh ( .in(ExInst),
			.out(ExInstShL)
		);
	assign Inst250ShL = {Inst[25:0], 2'b00};
	Adder32bit JAdder (.inA(PC4),
			.inB(ExInstShL),
			.out(Jump)
			);
	MUX2to1 muxPCSrc ( .inA(PC4),
			.inB(Jump),
			.select(PCSrc),
			.out(PCJ)
			);
	MUX3to1 muxjmp ( .inA( {PC4[31:28], Inst250ShL}),
			.inB(PCJ),
			.inC(DataRead1),
			.select(jmp),
			.out(PCin)
			); 
endmodule
module MIPS(clk, rst, MemRead, MemWrite,InstAddr, DataAddr, WriteMem, Inst, Memout,in,opcc,rgw);
input clk , rst;
output  MemRead, MemWrite,rgw;
input [31:0] Inst, Memout;
output [31:0] InstAddr, DataAddr, WriteMem,in;
output  [5:0]opcc;
wire Sel1,RegDst,Sel2,RegWrite,Zero,ALUSrc,MemtoReg,PCSrc;
wire [2:0] ALUOperation;
wire[5:0] FUNC,OPC;
wire [1:0]Jmp;
Controller CC(OPC,FUNC, Sel1,RegDst,Sel2,RegWrite,
			Zero,ALUSrc,ALUOperation,MemRead,MemWrite,MemtoReg,PCSrc,Jmp );
DataPath DP(clk, rst, RegDst, Sel1, Sel2, RegWrite, ALUSrc, ALUOperation, PCSrc, MemtoReg,
	Jmp, Zero,InstAddr, DataAddr, WriteMem, Inst, Memout,OPC,FUNC);
assign in = Inst;
assign opcc = OPC;
assign rgw = RegWrite;
endmodule
module MUX2to1 (inA, inB, select, out);
	input [31:0] inA, inB;
	input select;
	reg [31:0] outp;
	output [31:0] out;
	always @(inA, inB, select)begin
		if (select) 
			outp = inB;
		else
			outp = inA;
	end
	assign out = outp;
endmodule
module MUX3to1 (inA, inB, inC, select, out);
	parameter n = 32;
	input [n-1:0] inA, inB, inC;
	input [1:0] select;
	output [n-1:0] out;
	assign out = (select == 00) ? inA : 
			(select == 01) ? inB : 
			(select == 10) ? inC : 32'bz;
endmodule
module Reg32bit (rst, clk, in, out);
	input rst, clk;
	input [31:0] in;
	output reg [31:0] out;
	always @(posedge clk, posedge rst)
	begin
		if(rst)
			out <= 32'd0;
		else 
			out <= in;
	end
endmodule
module RegFile (clk, rst, RegWrite, ReadReg1, ReadReg2, WriteReg, DataRead1, DataRead2, WriteData);
	input clk, rst, RegWrite;
	input [4:0] ReadReg1, ReadReg2, WriteReg;
	input [31:0] WriteData;
	output [31:0] DataRead1, DataRead2;
	reg [31:0] arr [0:31];
	integer i;
	always @(posedge clk, posedge rst) 
	begin
		if (rst) begin
			for (i = 0; i < 31; i = i + 1)begin
				arr[i] <= 32'd0;
			end
		end
		else if (RegWrite) 
			arr [WriteReg] <= WriteData;
	end
	assign DataRead1 = arr[ReadReg1];
	assign DataRead2 = arr[ReadReg2];
	initial $monitor("%d %d %d %d %d %d %d %d",arr[1], arr[2], arr[3], arr[4], arr[5], WriteData, WriteReg, RegWrite);
endmodule
module ShL2 (in, out);
	input [31:0] in;
	output [31: 0] out;
	assign out = in << 2;
endmodule
module SignExtend (in, out);
	input [15: 0] in;
	output [31: 0] out;
	assign out = {{16{in[15]}}, in};
endmodule
`timescale 1ns/1ns
module mu2to1 (inA, inB, select, out);
	input [4:0] inA, inB;
	input select;
	reg [4:0] outp;
	output [4:0] out;
	always @(inA, inB, select)begin
		if (select) 
			outp = inB;
		else
			outp = inA;
	end
	assign out = outp;
endmodule

===== flow/run.sh =====
#!/bin/bash
# OpenROAD 26Q1-2900-gdf79404cd8, Yosys 0.63+post, stock flow scripts
make -C /OpenROAD-flow-scripts/flow DESIGN_CONFIG=/design/flow/config.mk WORK_HOME=/design/flow/orfs finish

==> results_slide.txt <==
Key Metrics from the Run

STA
  – Setup TNS: 0 ps
  – Count of unclocked register or latch pins: 3
  – Final hold violation count: 0
  – RSZ-0062 raised after global routing: false
  – Slew Limit Fails: 0
  – Slew HR: 0.177
  – Final Setup Violations: 0
  – Tmin final: approximately 17000 ps
  – Fin Hold WS: just over 500 ps
  – Layout Skew: 40.4 ps
  – Max frequency: slightly below 60 MHz
  – Endpoints left unconstrained: 3
  – Fin crit share: 0.778
  – Slew @ Worst Pin: 1230 ps

Detailed routing
  – Starting DRT DRC Count: approximately 6900
  – DRC errors left: 0
  – Total Wirelength: 321000 um
  – Wire per inst: 38.0 um
  – Via/cell ratio: 6.84
  – Vias: roughly 58000
  – Number of iterations in the first detailed-routing pass: 10
  – Post-route ant nets: 0

Power and ir drop
  – Sequential fraction of design power: 0.407
  – Clk pwr share: 0.362
  – Sw Share: 0.345
  – Comb pwr share: 0.231
  – Switch Pwr: 1950 uW
  – Maximum VDD drop: about 0.07 mV
  – Leak: around 0.028 uW
  – Pwr dens: around 86 nW/um^2
  – Pint: 3700 uW

Finish
  – # fillers: about 13000
  – Area delta synth->final: 15.1%
  – Proportion of layout cells with a drive suffix above 1: 0.0964
  – Post-layout util: 0.465
  – Non-filler cells, final: 8460

Floorplan
  – Total core area: 142000 um^2
  – Die height: 380 um
  – Die ar.: about 140000 um^2
  – Fp_density: 0.404
  – Row cnt: 138
  – I/O pin count: 203
  – Width of the die: between 300 and 400 um

Synth
  – Yosys cell count: roughly 6500
  – Mapped Area: around 57000 um^2
  – Post-synth area from yosys stat: 57200 um^2
  – Ys flops: 1057
  – Top area cell types: dfrtp_1 45%, o21ai_0 9.6%, nand2_1 7.8%
  – Yosys top cell by area: dfrtp_1
  – Synth top cell by count: nand2_1
  – Top cell area share: 0.447
  – Post-Syn Instances: 6499
  – Cell Type Count: approximately 86
  – Synth warn: 9
  – Syn avg cell area: 8.81 um^2
  – Commonest cells post-synth: 1187 x nand2_1, 1096 x o21ai_0, 1022 x dfrtp_1
  – Ys flop type: dfrtp_1
  – Flip-flops with a built-in enable: 32
  – Async SR Flop Fraction: 0.967

Status
  – Outcome: complete, no violations

CTS
  – Clk latency of the worst-skew pair: between 700 and 800 ps
  – Reg clk slew, reported paths: 60 ps
  – Cts bufs inserted: roughly 110
  – CTS tree: yes
  – CTS root buf: clkbuf_16
  – Max H-tree Level: 3
  – Hold-fix buffers, CTS: 0
  – Post-CTS Setup Bufs: 0
  – CTS Buffer Depth: 3
  – PostCTS Resize Cnt: 0

Setup path
  – CP arrival: 12660 ps
  – WP data required: between 15000 and 20000 ps
  – Crit-path max FO: 23
  – CP endpoint kind: output port
  – CP startpoint kind: input pin
  – Crit path kind: in2out

Global routing
  – Gr ovfl total: 0
  – Largest net degree at the start of global routing: 98
  – Vias in the first global route: 55516
  – Initial antenna violation count: 16
  – First-pass GRT wire length: 445000 um
  – Total track usage: 0.458

Place
  – Buffers on Ports: ~200
  – Inst Count DP: 8234
  – Routability Congestion: 1.06
  – HPWL Detailed: 205000 um

Hold path
  – Min-delay worst type: reg2reg

Job
  – Max-Cap Viols: 0
  – Total tool warning count: 91
## metal layers
layer	vias to the layer above	global-route usage	wire (um)
li1	23840	-	-
met1	27910	0.559	112000
met2	4586	0.631	132000
met3	1500	0.264	50400
met5	-	0.0509	1080
met4	36	0.262	25100
## layout make-up
cell class,instances,area (um^2),share of cell area
tap,1890,2360,0.0359
antenna,12,30.0,0.000456
sequential,1057,26600,0.404
clock inverter,62,713,0.0108
multi-input combinational,4672,28400,0.432
clock buffer,152,3200,0.0485
inverter,159,601,0.00912
timing repair buffer,456,3940,0.0598
## power groups by stage
stage | clock [uW] | sequential [uW] | combinational, uW
after CTS | 2040 | 2290 | 1270
after global routing | 2120 | 2310 | 1390
final | 2040 | 2300 | 1300
## worst max-delay path, stage by stage
cell and delay, ps:
clkdlybuf4s50_1 650, nand2b_1 630, nor2_4 690, buf_4 690, a22o_1 260, a221oi_1 50, nand4_1 130, nor3_1 60
a31oi_1 490, ha_1 420, a211oi_1 290, nor2_1 120, o41ai_1 700, nand2_1 290, a221oi_1 650, o21ai_0 200
and3_1 220, o32ai_1 1020, clkdlybuf4s50_1 640
## final timing paths
kind	startpoint	end	slack, ps	cells past startpoint
max	Inst[21]	DataAddr[22]	4860	19
min	DP.regfile.arr[10][12]$_DFFE_PP0P_	DP.regfile.arr[10][12]$_DFFE_PP0P_	510	2
max reg2reg	DP.regfile.arr[7][0]$_DFFE_PP0P_	DP.PC.out[25]$_DFF_PP0_	14360	23
min reg2reg	DP.regfile.arr[10][12]$_DFFE_PP0P_	DP.regfile.arr[10][12]$_DFFE_PP0P_	510	2
max in group asynchronous	rst	DP.regfile.arr[8][0]$_DFFE_PP0P_	14120	7
min in group asynchronous	rst	DP.regfile.arr[16][7]$_DFFE_PP0P_	4460	3
## cells by family (layout without fill, tap and decap cells)
| kind of cell | after synthesis | after routing | share of synthesized area |
|---|---|---|---|
| compound gates | 2486 | 2486 | 0.288 |
| xor+xnor | 76 | 76 | 0.0116 |
| fa+ha+maj | 130 | 130 | 0.0288 |
| buf+inv | 771 | 829 | 0.0536 |
| flops | 1054 | 1054 | 0.464 |
| latches | 3 | 3 | 0.000787 |
| mux | 39 | 39 | 0.00728 |
| other cells | 1 | 14 | 0.0000655 |
| simple gates | 1939 | 1939 | 0.146 |
## cells in the final DEF, fill, tap and decap left out, types with 31 or more instances in the layout
master / count
nand2_1: 1159
o21ai_0: 1072
dfrtp_1: 1022
a22oi_1: 362
a221oi_1: 262
a22o_1: 257
buf_4: 255
clkdlybuf4s50_1: 200
nor2_1: 196
inv_1: 157
a21oi_1: 142
nand4_1: 139
ha_1: 127
clkbuf_16: 114
nand3_1: 112
nor3_1: 84
nor2_4: 63
a222oi_1: 56
xnor2_1: 50
a31oi_1: 41
edfxtp_1: 32
a21o_1: 32
o32a_1: 32
a211oi_1: 31
## state kept, by name (all words and copies together), names as in the netlist
register	count
CC.ALUOperation	3
DP.PC.out	30
DP.regfile.arr	1024
## stage by stage
stage | total power, uW | setup WS (ps) | instance area [um^2]
floorplan | 2980 | 203 | 57200
global placement | 3590 | 4980 | 61900
detailed placement | 3590 | 4980 | 61900
CTS | 5600 | 4950 | 65800
global route | 5830 | 4540 | 65800
finish | 5650 | 4860 | 65900
Power and IR drop assume default switching activity.
