===== design/flow/design.v =====
module EX_MEMreg (rst, clk, in, out);
	input rst, clk;
	input [105:0] in;
	output reg [105:0] out;
	always @(posedge clk, posedge rst)
	begin
		if(rst)
			out <= 106'd0;
		else 
			out <= in;
	end
endmodule

===== design/flow/run.sh =====
#!/bin/bash
# OpenROAD 26Q1-2900-gdf79404cd8, Yosys 0.63+post, stock flow scripts
make -C /OpenROAD-flow-scripts/flow DESIGN_CONFIG=/design/flow/config.mk WORK_HOME=/design/flow/orfs finish

===== design/flow/config.mk =====
export PLATFORM = sky130hd
export DESIGN_NAME = EX_MEMreg
export DESIGN_NICKNAME = EX_MEMreg
export VERILOG_FILES = /design/flow/design.v
export SDC_FILE = /design/flow/constraint.sdc
export NUM_CORES = 4
export LEC_CHECK = 1
export CORE_UTILIZATION = 40

===== design/flow/constraint.sdc =====
current_design EX_MEMreg

set clk_period 1.0
set clk_io_pct 0.2

create_clock -name clk0 -period $clk_period [get_ports {clk}]

set non_clock_inputs [all_inputs -no_clocks]
set_input_delay [expr $clk_period * $clk_io_pct] -clock clk0 $non_clock_inputs
set_output_delay [expr $clk_period * $clk_io_pct] -clock clk0 [all_outputs]

==> results.ini <==
[yosys]
yosysWarnings=1
ys_chip_area_mm2=0.00266
ys_cells=107
mux_share=0
logic_family=buffers and inverters
ys_seq_frac=0.999
synth_cell_type_count=2
compound_area_frac=0
ys_sh_adder=0
xor_area_frac=0
avgSynthCellArea_um2=24.8
syn_inst=107
synth_flop_count=106
simple_gate_area_frac=0
synth_area_mm2=0.00266

[min_path]
min_from=in[98]
worstHoldEndpoint=out[98]
min_path_cells=1
hold_class=in -> reg

[place]
place_congestion=0.814
hpwlAfterDp_mm=5.53
port_buffers=213
pre_cts_ws_ps=-17.2
place_inst=400

[layout]
reg_top3=out: 106 flops
n_fill_cell=443
logic_gate_count=0
syn2layout_area_growth_pct=73.9
lay_top_count=clkdlybuf4s50_1
comb_area_um2=0
drive_above_1_share=0.372
stdcell_count=416
lay_top_cells=clkdlybuf4s50_1 (107), dfrtp_1 (106), buf_2 (106)
postLayoutCoreUtil=0.723
largest_register=out
largest_register_ffs=106

[run]
drv_cap=0
tool_warnings=29

[setup_path]
critPathRequiredTime_ps=800
cp-end-kind=output pin
crit_chain=buf_2
crit_buf_inv=1
slowest_delay_ps=390
critPathTopFamily=flip-flops
critPathSlowestCell=dfrtp_1
crit_type=reg -> out
worstPathMaxFanout=1
cp-start-kind=flop
crit_arrival_ps=870

[timing]
fin_ws_ps=-69.6
period_minus_slack_ps=1070
period_used_share=1.07
drv_slew=0
worst_pin_slew_ps=197
hold_violations=0
setup-violations-final=106
relSlewSlack=0.868
fmax_ghz=0.935
rsz0062_at_grt=true
whs_ps=272

[power_and_ir_drop]
p_leak_uw=0.00220
ir_drop_mv=1.51
cellPowerDensity_mw_per_mm2=1690
p_total_uw=7800

[floorplan]
die_area_mm2=0.00697
die_width_um=83.5
rows=29
die_h_um=83.5
fp.coreArea_mm2=0.00639
fp_util=0.416
pin_count=214

[drt]
diodes=0
via_per_inst=4.18
wl_per_cell_um=17.2
vias=1740
postRouteAntennaNets=0
drt_iter0_drc=34
drcViolationCount=0
first_pass_iters=3
wirelength_mm=7.16

[cts]
cts_tree=yes
h-tree-depth=3
clockBufferDepth=2
post_cts_buffers=0
cts_buffers=9
cts_num_sinks=106
clk_pin_slew_worst_paths_ps=100
postCtsHoldBufs=0
cts_root_buf=clkbuf_8

[status]
status=finished with violations
violations=negative setup slack

[global_route]
grt_pass1_vias=1888
grt_max_degree=39
grt.overflow.total=0
grt_pass1_wl_mm=10.6
track_usage=0.224
antenna_found_initial=0

==> area by class of cell <==
cell class,instances,area (um^2),area share
repair buffers,216,1660,0.360
clock inverters,7,77.6,0.0168
well taps,77,96.3,0.0209
clock buffers,9,124,0.0268
inverters,1,7.51,0.00163
flip-flops and latches,106,2650,0.574
==> layer usage <==
| metal | track usage | up-vias | share of wire |
|---|---|---|---|
| met2 | 0.363 | 113 | 0.51 |
| met1 | 0.299 | 838 | 0.34 |
| met3 | 0.111 | 10 | 0.13 |
| li1 | - | 779 | - |
| met4 | 0.0308 | 0 | 0.019 |
| met5 | 0 | - | 0 |
==> worst max path at each step <==
| stage | from | to | slack (ps) | cells after the start |
|---|---|---|---|---|
| 4_1_cts | out[37] | out[37] | -110 | 1 |
| 5_1_grt | out[37] | out[37] | -140 | 1 |
| 6_report | out[37] | out[37] | -70 | 1 |
==> what timing repair did <==
action                     in CTS  in global routing
cloned                          0                  0
resized                       332                  0
setup endpoints to repair     106                106
==> kinds of logic (layout without fill, tap and decap cells) <==
| family | after synthesis | count (layout) |
|---|---|---|
| buf+inv | 1 | 233 |
| flops | 106 | 106 |
==> power by group <==
part	total [uW]	switching, uW	internal [uW]
clock	2550	1370	1180
sequential	4550	49.9	4500
combinational	707	186	521
==> stage by stage <==
step,setup TNS [ps],area [um^2]
after floorplan,-50190,2660
after global placement,-38.3,4950
after detailed placement,-42.4,4950
after CTS,-6060,4620
after global routing,-8220,4620
final,-2920,4620
==> cell usage after synthesis <==
| master | count | area share |
|---|---|---|
| dfrtp_1 | 106 | 1.0 |
| inv_1 | 1 | 0.0014 |
Power is estimated from default activity; no workload was simulated.
